===== ./run.sh =====
#!/bin/bash
# OpenROAD 26Q1-2900-gdf79404cd8, Yosys 0.63+post, stock flow scripts
make -C /OpenROAD-flow-scripts/flow DESIGN_CONFIG=/design/flow/config.mk WORK_HOME=/design/flow/orfs finish

===== ./config.mk =====
export PLATFORM = sky130hd
export DESIGN_NAME = ClockDivider
export DESIGN_NICKNAME = ClockDivider
export VERILOG_FILES = /design/flow/design.v
export SDC_FILE = /design/flow/constraint.sdc
export NUM_CORES = 4
export LEC_CHECK = 1
export CORE_AREA = 10 10 95 95
export DIE_AREA = 0 0 105 105

===== ./constraint.sdc =====
current_design ClockDivider

set clk_period 7.7
set clk_io_pct 0.2

create_clock -name clk0 -period $clk_period [get_ports {clk}]

set non_clock_inputs [all_inputs -no_clocks]
set_input_delay [expr $clk_period * $clk_io_pct] -clock clk0 $non_clock_inputs
set_output_delay [expr $clk_period * $clk_io_pct] -clock clk0 [all_outputs]

===== ./design.v =====
`timescale 1ns / 1ps
module ClockDivider(input logic clk,
    output logic divided_clk  
        );
    localparam div_value = 4999;  
    integer counter_value =0;
    always@ (posedge clk)
    begin
        if (counter_value == div_value)
            counter_value <=0;
        else
            counter_value <= counter_value+1;  
    end
    always@ (posedge clk)
    begin
        if (counter_value == div_value)
            divided_clk <= ~divided_clk;
        else
            divided_clk <= divided_clk;
    end
endmodule

==> run summary <==
Implementation status.

- The cell depth of the worst hold path is 1.
- The synthesis-to-layout area growth is 16.1%.
- After detailed routing, the number of vias per cell comes to 3.96.
- For this design, Yosys synthesis ends with a cell count of 140.
- Per the synthesis report, the number of distinct cell types is 19.
- The timing report shows that the slowest cell on the worst path is sky130_fd_sc_hd__clkdlybuf4s50_1.
- Looking at the max-slew report, the worst-margin pin has a slew of 0.587 ns.
- The total wirelength of the detailed-routed design is 2290 um.
- Per the finish-stage timing summary, setup violations number 0.
- STA classifies the critical path startpoint as a flip-flop.
- In the power breakdown, the internal column shows 0.234 mW.
- Setup repair after global routing left no endpoint under its margin.
- The longest incremental delay of any stage on the critical path is reported as 0.46 ns.
- The largest net degree at the start of global routing is 14.
- The required time at the endpoint of the critical path is 6.16 ns.
- The highest clock rate is 380 MHz.
- The post-detailed-route count of antenna-violating nets is 0.
- The overall via count from detail_route is 969.
- The worst path setup slack after routing is 5.07 ns.
- The yosys warning tally is 1.
- The mapped netlist covers 0.00134 mm^2.
- The insertion delay to the later sink of the worst-skew pair is 0.29 ns.
- The maximum number of buffers from clock root to sink is 2.
- The core utilization before placement is 19.3%.
- The horizontal die dimension reported for this design is 105 um.
- The family with the most delay on the worst path is buffers and inverters.
- In the hold report, the worst path ends at counter_value[0].
- The part of the Yosys area used for sequential elements is 50.2%.
- The flow reported a cell area power density of 191 mW/mm^2.
- The fraction of final layout cells with drive strength greater than 1 is 6.04%.
- During I/O placement, the number of pins put on the boundary was 2.
- The antenna cell count is 0.
- Across the VDD grid, the largest voltage drop is 0.0611 mV.
- STA classifies the critical path endpoint as a primary output.
- The synthesized netlist has a Yosys-reported chip area of 0.00134 mm^2.
- The cell type that accounts for the most area after synthesis is sky130_fd_sc_hd__dfxtp_1.
- The part of the total power dissipated in the clock network is 42.1%.
- The worst setup slack after placement is 5.37 ns.
- Listed in order, past its start point the critical path passes clkdlybuf4s50_1.
- The max-slew violation total from the final report is 0.
- The first global-routing pass estimated 4040 um of wire.
- The total grt overflow is 0.
- The worst clock skew on the final layout is 0.00435 ns.
- The sequential fraction of design power is 57.9%.
- The register bit count reported by yosys is 33.
- The path class of the tightest hold or removal check is flip-flop to flip-flop.
- The max-cap violation count is 0.
- Once the clock tree was built, the resizer swapped 0 gates to a different size.
- CTS built an H-tree with a depth of 2.
- Per the hold report, the tightest min-delay path originates at counter_value[0].
- The launch point of the worst register-to-register path is recorded as counter_value[20].
- Global routing used 4.34% of the available tracks across all layers.
- Detailed-route iteration 0 reported a violation count of 49.
- The CTS tree is built.
- The first detailed-routing pass ran for 4 iterations.
- Per the detail_route report, DRC violations left total 0.
- The clock tree has to reach 33 sinks.
- The net switching power is 0.0620 mW.
- On the critical path the data arrives at 1.09 ns.
- The HPWL reported at the end of detailed placement is 1600 um.
- The detailed-route wire length per cell is 9.35 um.
- The TritonCTS buffer count is 5.
- Post-CTS timing repair inserted 0 buffers for setup.
- The region available for standard cell placement spans 0.00691 mm^2.
- The tree is rooted in a sky130_fd_sc_hd__clkbuf_8.
- For reference, the final report shows the hold violation count at 0.
- Net switching is 20.9% of the power.
- The tool warning count is 25.
- The synthesized design devotes to its leading area cell type 48.0% of total area.
- Buffers placed on the I/O ports in this run total 1.
- After synthesis, the cell types taking the most area are sky130_fd_sc_hd__dfxtp_1 (48%), sky130_fd_sc_hd__xnor2_1 (16%), sky130_fd_sc_hd__nand3_1 (6.0%), sky130_fd_sc_hd__nand4_1 (4.2%), sky130_fd_sc_hd__nor2_1 (3.9%).
- The flow ran to the end, and the final reports show no timing, DRC or antenna violations.
- The final cycle utilization of the critical path is 34.1%.
- The weighted congestion reported at the end of routability-driven placement is 0.802.
- Logic depth along the worst register-to-register path is recorded as 3.
- Per the timing report, the most critical flop-to-flop path finishes at divided_clk.
- The via count of the first global-routing pass is 867.
- The clock slew seen by the registers of the worst setup and hold paths is 0.07 ns.
- Dividing the synthesized area by the synthesized cell count gives 9.54 um^2.
- The maximum fanout count along the critical path is 2.
- The critical path is of the flip-flop to primary output type.
- According to the floorplan report, the total die area is 0.0110 mm^2.
- The static leakage power is 0.453 nW.
- Counting both buffers and inverters, the worst setup path holds a total of 1.
- The hold buffer count at CTS is 0.
- In the synthesized netlist, the number of instances is 140.
- The fraction of power consumed by combinational cells is 0%.
- In this run the vertical extent of the chip is 105 um.
- For reference, the placement row count at floorplan is 30.
- Adding up every negative setup slack in the final design gives 0 ns.
- The final period demand of the worst path is 2.63 ns.
- The number of antenna violations at the first check in global routing is 0.
- The headroom to the max-slew limit is 60.7%.
- The setup slack of the worst register-to-register path is 5.73 ns.
## through the flow
stage | instances | utilization (%) | total power [mW] | cell area, um^2 | hold slack, ns
global route | 245 | 22.4 | 0.307 | 1550 | 0.476
floorplan | 140 | - | 0.175 | 1340 | 0.418
CTS | 245 | 22.4 | 0.299 | 1550 | 0.453
global placement | 237 | 21.3 | 0.175 | 1470 | 0.432
detailed placement | 237 | 21.3 | 0.175 | 1470 | 0.445
finish | 245 | 22.4 | 0.296 | 1550 | 0.449
## cells in the final DEF, fill, tap and decap left out
cell type and instances:
sky130_fd_sc_hd__and3_1 1, sky130_fd_sc_hd__buf_4 1, sky130_fd_sc_hd__clkbuf_1 1, sky130_fd_sc_hd__clkbuf_8 5, sky130_fd_sc_hd__clkdlybuf4s50_1 1, sky130_fd_sc_hd__clkinv_2 2, sky130_fd_sc_hd__dfxtp_1 32, sky130_fd_sc_hd__edfxtp_1 1
sky130_fd_sc_hd__ha_1 1, sky130_fd_sc_hd__inv_1 5, sky130_fd_sc_hd__nand2_1 11, sky130_fd_sc_hd__nand3_1 16, sky130_fd_sc_hd__nand4_1 9, sky130_fd_sc_hd__nand4b_1 1, sky130_fd_sc_hd__nor2_1 14, sky130_fd_sc_hd__nor2b_1 1
sky130_fd_sc_hd__nor3_1 6, sky130_fd_sc_hd__nor3_4 1, sky130_fd_sc_hd__nor4_1 7, sky130_fd_sc_hd__nor4b_1 1, sky130_fd_sc_hd__or4_1 2, sky130_fd_sc_hd__xnor2_1 25, sky130_fd_sc_hd__xor2_1 5
## synthesized netlist by cell type (all sizes together)
library cell,instances
nor4b,1
and3,1
nand3,16
xnor2,25
nor3,7
xor2,5
nor2,14
or4,2
ha,1
nand4b,1
dfxtp,32
nor4,7
nand2,11
edfxtp,1
nand4,9
nor2b,1
buf,1
inv,5
## metal layers
metal  GRT usage, %  share of wire (%)  vias to the layer above
li1               -                  -                      500
met1           6.75                 52                      444
met2           5.52                 38                       23
met3           1.99                9.1                        2
met4          0.294               0.70                        0
met5              0                  0                        -
## worst max-delay path by stage
stage | startpoint | to | slack [ns] | depth (start not counted)
after CTS | divided_clk | divided_clk | 5.05 | 1
after global routing | divided_clk | divided_clk | 5.01 | 1
final | divided_clk | divided_clk | 5.07 | 1
## registers in the layout (all words and copies together), names as in the netlist
signal	cells
divided_clk	1
counter_value	32
## cell type report
type	instances	area, um^2
inverter	5	18.8
sequential	33	671
tap	96	120
timing repair buffer	2	17.5
multi-input combinational	101	641
clock inverter	2	10.0
fill	758	5360
clock buffer	6	72.6
## cell families after synthesis
family,synth area share [%]
xor+xnor,19.7
fa+ha+maj,0.937
buf+inv,1.78
flops,50.2
simple gates,27.4
## power by group through the flow
stage	logic [mW]	registers, mW	clock network (mW)
5_1_grt	0.000000139	0.171	0.136
4_1_cts	0.000000139	0.171	0.127
6_report	0.000000139	0.171	0.125
Power and IR drop assume default switching activity.
