==> ./design.v <==
`timescale 1ns / 1ps
module BCDCathode(
input [3:0] digit,
output logic [7:0] cathode
);
always@(digit)
begin
    case(digit)
    4'd0:
        cathode = 8'b11000000;
    4'd1:
        cathode = 8'b11111001;
    4'd2:
        cathode = 8'b10100100;
    4'd3:
        cathode = 8'b10110000;
    4'd4:
        cathode = 8'b10011001;    
    4'd5:
        cathode = 8'b10010010;   
    4'd6:
        cathode = 8'b10000010;    
    4'd7:
        cathode = 8'b11111000;   
    4'd8:
        cathode = 8'b10000000;
    4'd9:
        cathode = 8'b10010000;
    default:
        cathode = 8'b11000000;
    endcase    
end
endmodule
==> ./run.sh <==
#!/bin/bash
# OpenROAD 26Q1-2900-gdf79404cd8, Yosys 0.63+post, stock flow scripts
make -C /OpenROAD-flow-scripts/flow DESIGN_CONFIG=/design/flow/config.mk WORK_HOME=/design/flow/orfs finish
==> ./config.mk <==
export PLATFORM = sky130hd
export DESIGN_NAME = BCDCathode
export DESIGN_NICKNAME = BCDCathode
export VERILOG_FILES = /design/flow/design.v
export SDC_FILE = /design/flow/constraint.sdc
export NUM_CORES = 4
export LEC_CHECK = 1
export CORE_AREA = 10 10 70 70
export DIE_AREA = 0 0 80 80
==> ./constraint.sdc <==
current_design BCDCathode

set clk_period 1.0
set clk_io_pct 0.2

create_clock -name clk0 -period $clk_period

set non_clock_inputs [all_inputs -no_clocks]
set_input_delay [expr $clk_period * $clk_io_pct] -clock clk0 $non_clock_inputs
set_output_delay [expr $clk_period * $clk_io_pct] -clock clk0 [all_outputs]
==> impl_metrics.yaml <==
# yosys + openroad results
outcome:
  status: "finished with violations"
  violations: "negative setup slack"
logic_synthesis:
  ys_cells: 27
  synth_area_per_cell_um2: 7.23
  yosysSeqAreaShare_pct: 0
  ys_sh_mux_pct: 5.13
  ys_types: 16
  synthAdderAreaFrac_pct: 25.6
  yosys_warnings: 1
  yosys_area_um2: 195
  xor_area_share_pct: 0
  logic_family: "simple AND/OR/NAND/NOR gates"
  aoi_share_pct: 19.2
  syn_area_um2: 195
  syn_inst: 27
  synthSimpleGateAreaFrac_pct: 32.1
timing:
  finalMaxSlewViolations: 0
  fin_ws_ns: -0.208
  max_clock_freq_ghz: 0.828
  tns_ns: -1.04
  period_used_pct: 121
  hold_viol_final: 0
  rsz0062_at_grt: "true"
  setup-violations-final: 7
  fin_crit_ns: 1.21
global_route:
  antenna_found_initial: 0
  grt_usage_pct: 2.59
  overflow: 0
  grt_max_degree: 8
  grt_pass1_wl_um: 1350
  grt_pass1_vias: 268
critical_path:
  crit_path_max_fanout: 2
  path_class: "input pin to output pin"
  cp-start-kind: "input pin"
  arrival_ns: 1.01
  cp.required_ns: 0.80
  crit_path_end_kind: "output pin"
cells_and_area:
  area_delta_synth_final_pct: 151
  flops: 0
  most-common-layout-cells: "buf_2, buf_4, buf_8, buf_6"
  fillers: 391
  layout-drive-gt1-share_pct: 76.1
  logic_area_um2: 223
  fin_cells: 92
  seqCellArea_um2: 0
  fin_util_pct: 14.3
  clkbuf_count: 0
  layout.cells.most_common: "buf_2"
place:
  place_hpwl_um: 568
  gp_congestion: 0.811
  dp_cells: 87
  dp_slack_ns: -1.05
  portBuffers: 11
power_and_ir_drop:
  peakVddDrop_mv: 0.101
  p_switching_uw: 69.2
  p_seq_share_pct: 0
  p_clk_share_pct: 0
  internal_power_uw: 99.8
  swShare_pct: 40.9
  power_density_mw_per_mm2: 346
  p_leak_uw: 0.000207
  p_comb_share_pct: 100.0
route:
  drc_errors: 0
  dr_total_vias: 242
  num_antenna_cells: 0
  wl_per_cell_um: 8.62
  drtAntennaViolNets: 0
  drt-total-wl_um: 793
  via_per_inst: 2.63
  firstDrtPassIters: 2
  drtIter0Drc: 7
floorplanning:
  initial_core_util_pct: 5.71
  die_y_um: 80
  rows: 21
  top_level_ports: 12
  core_mm2: 0.00342
  die-area_mm2: 0.00640
  die_width_um: 80
clock_tree:
  cts_hold_buf: 0
run:
  warning_count: 37
  maxCapViolCount: 0
min_path:
  min_path_type: "input pin to output pin"
-- stage by stage --
stage	hold slack, ns	area, µm²	power [µW]
after floorplan	0.503	208	58.7
after global placement	1.45	397	134
after detailed placement	1.44	397	135
after CTS	0.803	484	166
after global routing	0.764	489	188
final	0.726	489	169
-- power groups by stage --
stage                 Clock, µW  Combinational [µW]  Sequential (µW)
after global routing          0                 188                0
final                         0                 169                0
after CTS                     0                 166                0
-- timing repair --
item / 4_1_cts / 5_1_grt
setup buffers: 4 / 1
resized: 60 / 3
endpoints found under the setup margin: 7 / 7
pin swaps: 9 / 2
-- final timing paths --
path,from,to,slack [ns],cells after the start
max,digit[1],cathode[6],-0.21,7
min,digit[3],cathode[3],0.73,3
-- per-layer routing --
layer  GRT usage (%)  up-vias  wire length (µm)  part of all wire [%]
met5               0        -                 0                     0
li1                -      126                 -                     -
met2            3.13       11               242                    31
met3            1.25        0               122                    15
met1            4.09      105               428                    54
met4               0        0                 0                     0
-- cell type report --
cell class / instances / share of cell area, %
multi-input cells: 22 / 45.5
well taps: 46 / 11.8
repair buffers: 22 / 39.6
inverters: 2 / 3.07
-- cell usage after synthesis, drive strengths merged --
library cell | count | area share (%)
nand2b | 1 | 7.0
ha | 4 | 26
nor2 | 4 | 12
nand2 | 3 | 5.8
o21ai | 1 | 2.6
mux2i | 1 | 5.1
conb | 1 | 1.9
inv | 2 | 3.8
a211oi | 1 | 6.4
nor3b | 1 | 3.8
or2b | 1 | 3.8
buf | 3 | 12
a21oi | 4 | 10
-- worst max-delay path: stages --
cell and delay, ns:
buf_8 0.10, buf_6 0.11, buf_6 0.11, ha_4 0.15
a211oi_2 0.17, a21oi_1 0.05, buf_2 0.11
-- kinds of logic (layout without fill, tap and decap cells) --
kind of cell             after synthesis  after routing
AND-OR/OR-AND                          6              6
adder cells (fa/ha/maj)                4              4
buffers and inverters                  5             24
multiplexers                           1              1
other                                  1              1
AND/OR/NAND/NOR                       10             10
Power figures rest on the tool's default switching activity, not on a simulated workload.
