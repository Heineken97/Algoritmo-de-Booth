`./config.mk`:
```
export PLATFORM = sky130hd
export DESIGN_NAME = Bin2Bcd
export DESIGN_NICKNAME = Bin2Bcd
export VERILOG_FILES = /design/flow/design.v
export SDC_FILE = /design/flow/constraint.sdc
export NUM_CORES = 4
export LEC_CHECK = 1
export CORE_AREA = 10 10 108 108
export DIE_AREA = 0 0 118 118
```
`./constraint.sdc`:
```
current_design Bin2Bcd

set clk_period 12.7
set clk_io_pct 0.2

create_clock -name clk0 -period $clk_period

set non_clock_inputs [all_inputs -no_clocks]
set_input_delay [expr $clk_period * $clk_io_pct] -clock clk0 $non_clock_inputs
set_output_delay [expr $clk_period * $clk_io_pct] -clock clk0 [all_outputs]
```
`./design.v`:
```
`timescale 1ns / 1ps
module Bin2Bcd(
   input [13:0] bin,
   output logic [15:0] bcd
   );
integer i;
always @(bin) begin
    bcd=0;		 	
    for (i=0;i<14;i=i+1) begin					 
        if (bcd[3:0] >= 5) bcd[3:0] = bcd[3:0] + 3;		 
	if (bcd[7:4] >= 5) bcd[7:4] = bcd[7:4] + 3;
	if (bcd[11:8] >= 5) bcd[11:8] = bcd[11:8] + 3;
	if (bcd[15:12] >= 5) bcd[15:12] = bcd[15:12] + 3;
	bcd = {bcd[14:0],bin[13-i]};				 
    end
end
endmodule
```
`./run.sh`:
```
#!/bin/bash
# OpenROAD 26Q1-2900-gdf79404cd8, Yosys 0.63+post, stock flow scripts
make -C /OpenROAD-flow-scripts/flow DESIGN_CONFIG=/design/flow/config.mk WORK_HOME=/design/flow/orfs finish
```
==> results.txt <==
status: finished with violations
failing checks: negative setup slack
1st-pass router iterations: 5
RSZ-0062 raised after global routing: true
layout cells sized above 1: 0.485
Tmin final: 12.74 ns
final tally of hold violations: 0
final wirelength: 12,600 um
number of nets still failing antenna checks after routing: 0
Sequential Area: 0 sq um
post-route cell area: 0.00655 sq mm
Chip Width: 118 um
Congestion Overflow GR: 0
Fmax: 0.0785 GHz
CP peak stage delay: 0.54 ns
CP startpoint kind: input pin
Tool Warnings: 39
Final Max-Slew Violation Tally: 0
Worst Path Max Fanout: 4
IO Port Bufs: 28
total track usage: 0.166
cell area after synthesis: 0.00398 sq mm
Layout area overhead: 64.7%
clock buffer count in the final layout: 0
CP endpoint kind: output pin
Hold Crit Class: input pin to output pin
DRC Markers: 0
antenna diode count: 0
GP Congestion: 0.922
Cell variety after synth: 104
# rows: 35
first-pass GRT wire length: 21,300 um
post-synthesis sequential area ratio: 0
cell total in the yosys stat output: 567
vertical die size: 118 um
Worst-Margin Slew: 0.737 ns
Worst path slowest cell: or4_4
initial antenna violation count: 0
Yosys chip area: 0.00398 sq mm
Yosys warnings: 1
relative max-transition margin: 0.507
syn avg cell area: 7.01 sq um
Worst EP arrival: 10.20 ns
crit share post-route: 1.00
die area: 0.0139 sq mm
post-DP HPWL: 8960 um
final setup margin: -0.0392 ns
Starting Density: 0.428
hold buffer count at cts: 0
Yosys top cell by area: ha_1
Core Area: 0.00928 sq mm
fill count: 703
Placement Cell Area: 0.00586 sq mm
DR vias/cell: 5.67
required time worst endpoint: 10.16 ns
Max-area cell share: 0.0724
cell count after synthesis: 567
final setup fails: 2
Flops: 0
via count: 5,202
Most common cell on crit path: ha_4
vias in the first global route: 4,848
Ports: 30
number of DRC markers in iteration 0: 360
Setup CP Type: input pin to output pin
largest net degree at the start of global routing: 23
Top cells by area: ha_1 7.2%, mux2i_1 5.5%, nor2_1 5.5%
max cap viols: 0
Setup TNS: -0.0589 ns
Routed wire per std cell: 13.7 um
cells by family after synthesis:
kind of cell             after synthesis  synth area share
buffers and inverters                 62            0.0705
AND/OR/NAND/NOR                      198             0.252
multiplexers                          33            0.0900
XOR/XNOR                              21            0.0620
adder cells (fa/ha/maj)               25            0.0777
AND-OR/OR-AND                        228             0.448
final cells by class:
class              count  area (sq um)  area share
multi-input cells    505          4300       0.657
repair buffers       250          1940       0.297
well taps            129           161      0.0246
inverters             34           143      0.0218
routing by layer:
metal  track usage  part of all wire  routed length (um)
met1         0.242              0.50                6280
met2         0.275              0.46                5750
met3       0.00583             0.040                 501
met4        0.0147            0.0052                  65
met5             0                 0                   0
worst max-delay path: cells and delay by family:
family                   cells  cell delay (ns)
multiplexers                 1             0.21
AND-OR/OR-AND               19             3.32
adder cells (fa/ha/maj)      9             1.50
AND/OR/NAND/NOR              8             1.34
buffers and inverters       12             1.07
XOR/XNOR                     2             0.25
through the flow:
stage                     utilization  std cells  hold slack [ns]  worst slack (ns)
after global placement          0.631        876             5.08            -0.773
final                           0.705        918             5.08           -0.0392
after detailed placement        0.631        876             5.08            -0.908
after global routing            0.705        918             5.08            -0.455
after floorplan                     -        567             5.11            -0.109
after CTS                       0.668        898             5.08           0.00218
what timing repair did:
item / in CTS / in global routing
buffers inserted: 22 / 24
resized: 56 / 72
endpoints found under the setup margin: 11 / 11
endpoints found under the hold margin: 0 / 0
pin swaps: 47 / 46
worst paths after layout:
path	startpoint	to	slack, ns	cells past startpoint
worst max-delay path	bin[12]	bcd[10]	-0.04	51
worst min-delay path	bin[0]	bcd[0]	5.08	0
cell usage in the layout (no fill, tap or decap), types with 11 or more instances in the layout:
cell / netlist / final
a21oi_1: 36 / 26
a21oi_2: 4 / 14
buf_4: 1 / 212
buf_6: 4 / 11
clkdlybuf4s50_1: 0 / 15
ha_4: 0 / 11
inv_1: 29 / 19
mux2i_1: 22 / 19
nand2_1: 41 / 36
nand3_1: 17 / 16
nor2_1: 58 / 52
nor3_1: 16 / 16
o211ai_1: 13 / 13
o21ai_0: 24 / 21
xnor2_1: 12 / 11
Yosys cell counts (9+ instances only):
| cell type | number |
|---|---|
| a21o_1 | 9 |
| clkbuf_1 | 16 |
| nand2_1 | 41 |
| a31oi_1 | 11 |
| o211ai_1 | 13 |
| o22ai_1 | 11 |
| nor2_1 | 58 |
| mux2i_1 | 22 |
| a21oi_1 | 36 |
| inv_1 | 29 |
| o21ai_0 | 24 |
| xnor2_1 | 12 |
| nor3_1 | 16 |
| nand3_1 | 17 |
| nor2b_1 | 9 |
| a211oi_1 | 11 |
| ha_1 | 23 |
